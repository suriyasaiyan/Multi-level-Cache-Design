$ cat flow/config.mk
export PLATFORM = sky130hd
export DESIGN_NAME = enc_top
export DESIGN_NICKNAME = enc_top
export VERILOG_FILES = /design/flow/design.v
export SDC_FILE = /design/flow/constraint.sdc
export NUM_CORES = 4
export LEC_CHECK = 1
export CORE_AREA = 10 10 79 79
export DIE_AREA = 0 0 89 89
$ cat flow/design.v
module enc_top (
    input [31:0] IN, 
    output reg [38:0] OUT
);
    always @(*) begin
       OUT[31:0] = IN[31:0];
       OUT[32]   = IN[0] ^ IN[1] ^ IN[2] ^ IN[3] ^ IN[4] ^ IN[5] ^ IN[6] ^ IN[7] ^ IN[8] ^ IN[13] ^ IN[17] ^ IN[26] ^ IN[27] ^ IN[29];
       OUT[33]   = IN[0] ^ IN[1] ^ IN[2] ^ IN[3] ^ IN[4] ^ IN[12] ^ IN[16] ^ IN[18] ^ IN[21] ^ IN[22] ^ IN[23] ^ IN[24] ^ IN[25] ^ IN[28];
       OUT[34]   = IN[0] ^ IN[5] ^ IN[6] ^ IN[7] ^ IN[8] ^ IN[11] ^ IN[15] ^ IN[18] ^ IN[19] ^ IN[21] ^ IN[22] ^ IN[30] ^ IN[31];
       OUT[35]   = IN[1] ^ IN[5] ^ IN[10] ^ IN[14] ^ IN[18] ^ IN[19] ^ IN[20] ^ IN[23] ^ IN[24] ^ IN[26] ^ IN[27] ^ IN[28] ^ IN[29] ^ IN[30];
       OUT[36]   = IN[2] ^ IN[6] ^ IN[9] ^ IN[14] ^ IN[15] ^ IN[16] ^ IN[17] ^ IN[19] ^ IN[20] ^ IN[21] ^ IN[23] ^ IN[25] ^ IN[29] ^ IN[31];
       OUT[37]   = IN[3] ^ IN[7] ^ IN[9] ^ IN[10] ^ IN[11] ^ IN[12] ^ IN[13] ^ IN[20] ^ IN[22] ^ IN[24] ^ IN[25] ^ IN[27] ^ IN[31];
       OUT[38]   = IN[4] ^ IN[8] ^ IN[9] ^ IN[10] ^ IN[11] ^ IN[12] ^ IN[13] ^ IN[14] ^ IN[15] ^ IN[16] ^ IN[17] ^ IN[26] ^ IN[28] ^ IN[30];
    end
endmodule
module dec_top (
    input [38:0] IN, 
    output reg [31:0] OUT,
    output reg DBL
);
    reg [38:0] LOC;
    wire [6:0] CHK, SYN;
    wire ERR, SGL;
    reg [38:0] corrected_data;
    assign CHK = IN[38:32];
    assign SYN[0] = IN[0] ^ IN[1] ^ IN[2] ^ IN[3] ^ IN[4] ^ IN[5] ^ IN[6] ^ IN[7] ^ IN[8] ^ IN[13] ^ IN[17] ^ IN[26] ^ IN[27] ^ IN[29] ^ CHK[0];
    assign SYN[1] = IN[0] ^ IN[1] ^ IN[2] ^ IN[3] ^ IN[4] ^ IN[12] ^ IN[16] ^ IN[18] ^ IN[21] ^ IN[22] ^ IN[23] ^ IN[24] ^ IN[25] ^ IN[28] ^ CHK[1];
    assign SYN[2] = IN[0] ^ IN[5] ^ IN[6] ^ IN[7] ^ IN[8] ^ IN[11] ^ IN[15] ^ IN[18] ^ IN[19] ^ IN[21] ^ IN[22] ^ IN[30] ^ IN[31] ^ CHK[2];
    assign SYN[3] = IN[1] ^ IN[5] ^ IN[10] ^ IN[14] ^ IN[18] ^ IN[19] ^ IN[20] ^ IN[23] ^ IN[24] ^ IN[26] ^ IN[27] ^ IN[28] ^ IN[29] ^ IN[30] ^ CHK[3];
    assign SYN[4] = IN[2] ^ IN[6] ^ IN[9] ^ IN[14] ^ IN[15] ^ IN[16] ^ IN[17] ^ IN[19] ^ IN[20] ^ IN[21] ^ IN[23] ^ IN[25] ^ IN[29] ^ IN[31] ^ CHK[4];
    assign SYN[5] = IN[3] ^ IN[7] ^ IN[9] ^ IN[10] ^ IN[11] ^ IN[12] ^ IN[13] ^ IN[20] ^ IN[22] ^ IN[24] ^ IN[25] ^ IN[27] ^ IN[31] ^ CHK[5];
    assign SYN[6] = IN[4] ^ IN[8] ^ IN[9] ^ IN[10] ^ IN[11] ^ IN[12] ^ IN[13] ^ IN[14] ^ IN[15] ^ IN[16] ^ IN[17] ^ IN[26] ^ IN[28] ^ IN[30] ^ CHK[6];
    assign ERR = |SYN;
    assign SGL = ^SYN & ERR;
    assign DBL = ~^SYN & ERR;
    always_comb begin
       case (SYN)
           7'b0000111: LOC = 39'h00_0000_0001; 
           7'b0001011: LOC = 39'h00_0000_0002;
           7'b0010011: LOC = 39'h00_0000_0004;
           7'b0100011: LOC = 39'h00_0000_0008;
           7'b1000011: LOC = 39'h00_0000_0010;
           7'b0001101: LOC = 39'h00_0000_0020;
           7'b0010101: LOC = 39'h00_0000_0040;
           7'b0100101: LOC = 39'h00_0000_0080;
           7'b1000101: LOC = 39'h00_0000_0100;
           7'b1110000: LOC = 39'h00_0000_0200;
           7'b1101000: LOC = 39'h00_0000_0400;
           7'b1100100: LOC = 39'h00_0000_0800;
           7'b1100010: LOC = 39'h00_0000_1000;
           7'b1100001: LOC = 39'h00_0000_2000;
           7'b1011000: LOC = 39'h00_0000_4000;
           7'b1010100: LOC = 39'h00_0000_8000;
           7'b1010010: LOC = 39'h00_0001_0000;
           7'b1010001: LOC = 39'h00_0002_0000;
           7'b0001110: LOC = 39'h00_0004_0000;
           7'b0011100: LOC = 39'h00_0008_0000;
           7'b0111000: LOC = 39'h00_0010_0000;
           7'b0010110: LOC = 39'h00_0020_0000;
           7'b0100110: LOC = 39'h00_0040_0000;
           7'b0011010: LOC = 39'h00_0080_0000;
           7'b0101010: LOC = 39'h00_0100_0000;
           7'b0110010: LOC = 39'h00_0200_0000;
           7'b1001001: LOC = 39'h00_0400_0000;
           7'b0101001: LOC = 39'h00_0800_0000;
           7'b1001010: LOC = 39'h00_1000_0000;
           7'b0011001: LOC = 39'h00_2000_0000;
           7'b1001100: LOC = 39'h00_4000_0000;
           7'b0110100: LOC = 39'h00_8000_0000;
           7'b0000001: LOC = 39'h01_0000_0000;
           7'b0000010: LOC = 39'h02_0000_0000;
           7'b0000100: LOC = 39'h04_0000_0000;
           7'b0001000: LOC = 39'h08_0000_0000;
           7'b0010000: LOC = 39'h10_0000_0000;
           7'b0100000: LOC = 39'h20_0000_0000;
           7'b1000000: LOC = 39'h40_0000_0000; 
           default: LOC = 0;
        endcase
       corrected_data = LOC ^ IN;
    end
    assign OUT = (ERR && SGL) ? corrected_data[31:0] : IN[31:0];
endmodule
$ cat flow/run.sh
#!/bin/bash
# OpenROAD 26Q1-2900-gdf79404cd8, Yosys 0.63+post, stock flow scripts
make -C /OpenROAD-flow-scripts/flow DESIGN_CONFIG=/design/flow/config.mk WORK_HOME=/design/flow/orfs finish
$ cat flow/constraint.sdc
current_design enc_top

set clk_period 1.9
set clk_io_pct 0.2

create_clock -name clk0 -period $clk_period

set non_clock_inputs [all_inputs -no_clocks]
set_input_delay [expr $clk_period * $clk_io_pct] -clock clk0 $non_clock_inputs
set_output_delay [expr $clk_period * $clk_io_pct] -clock clk0 [all_outputs]
==> impl_metrics.yaml <==
# implementation run metrics
pwr:
  power.share.switching_pct: 29.1
  switchingPower_w: 0.000240
  combPwrFrac_pct: 100.0
  power.density_nw_per_um2: 436
  seq_power_share_pct: 0
  pwr-share-clk_pct: 0
  power_w: 0.000827
  power.leakage_nw: 0.976
  p_int_w: 0.000586
  max-vdd-ir-drop_v: 0.000223
logic_synthesis:
  syn_area_per_cell_sq_um: 11.2
  yosysSeqAreaShare_pct: 0
  synth_area_sq_um: 931
  yosys_area_sq_um: 931
  synth_warnings: 1
  synthCells: 83
  ys_cells: 83
  synth_cell_types: 6
drt:
  first_iter_violations: 11
  wire_per_inst_um: 14.7
  dr.pass1.iters: 4
  via_count: 779
  wl_um: 3120
  routed_via_density: 3.67
  insertedDiodeCount: 0
  antenna_left: 0
  drc_errors: 0
setup_path:
  cpMostUsedCell: "xnor3_1"
  worstPathRequired_ns: 1.52
  path_cells: "buf_8 > xnor3_1 > xnor2_2 > buf_4 > xnor3_1 > buf_2"
  max_stage_delay_ns: 0.41
  cp-start-kind: "primary input"
  cp.arrival_ns: 1.63
  path_class: "primary input to output port"
  crit_buf_inv: 3
  slowest_stage: "xnor3_1"
  cp-end-kind: "output port"
  crit_fanout: 3
  crit_family: "XOR/XNOR gates"
global_routing:
  track_usage_pct: 7.26
  grt_max_degree: 5
  overflow: 0
  grt_pass1_wl_um: 4420
  globalRouteMet1Util_pct: 9.23
  grt_pass1_vias: 899
  grt_util_met2_pct: 11.8
  use_met3_pct: 3.49
  grt_busiest_layer: "met2"
  antenna_found_initial: 0
placed_design:
  finalWeightedCongestion: 0.775
  portBuffers: 71
  placed_cells_incl_taps: 198
  dp_hpwl_um: 2700
  pre_cts_ws_ns: -0.851
layout:
  fillers: 446
  flop_area_sq_um: 0
  drive_gt1_share_pct: 63.3
  fin_util_pct: 40.7
  nFlopsAndLatches: 0
  layout_top_cell: "clkdlybuf4s50_1"
  instances_no_fill: 212
  syn_to_final_growth_pct: 104
  layout_top_cells: "clkdlybuf4s50_1, buf_4, buf_2"
  nClkBuffers: 0
final_timing:
  max_freq_ghz: 0.498
  final_hold_viol_count: 0
  grt_setup_unrepaired: "true"
  fin_ws_ns: -0.109
  slew_headroom_pct: 84.1
  period_used_pct: 106
  worst_slew_pin_slew_ns: 0.237
  setup_viol: 4
  final_max_slew_viol_count: 0
  period_needed_ns: 2.01
worst_hold_path:
  hp-class: "primary input to output port"
  hold_start: "IN[13]"
  min_path_cells: 2
  hold_end: "OUT[13]"
run_status:
  violations: "setup timing"
  status: "finished, violations left"
floorplan:
  dieArea_sq_um: 7920
  initCoreUtil_pct: 20.0
  row_count: 25
  coreArea_sq_um: 4660
  dieHeight_um: 89
  dieWidth_um: 89
  ios: 71
job:
  warning_count: 34
  cap_violations: 0
clocking:
  postCtsHoldBufs: 0
## repair_timing
item                                    in CTS  in global routing
endpoints found under the setup margin       7                  7
resized                                    176                 24
setup buffers                               13                  2
pin swaps                                   40                 18
## routing by layer
metal	vias to the layer above	routed length (um)
li1	387	-
met1	345	1260
met2	47	1420
met3	0	444
met4	0	0
met5	-	0
## cell families (layout without fill, tap and decap cells)
group | Yosys count | in the layout | share of synthesized area (%)
buf+inv | 32 | 107 | 25.8
xor+xnor | 51 | 51 | 74.2
## stage by stage
stage	hold WS, ns	cell area, sq um	setup TNS, ns
2_1_floorplan	0.826	931	0
3_5_place_dp	1.67	1630	-5.80
3_3_place_gp	1.66	1630	-5.78
4_1_cts	1.27	1860	-0.494
6_report	1.26	1900	-0.181
5_1_grt	1.28	1900	-0.509
## layout make-up
type	instances	area [sq um]	area share (%)
timing repair buffer	107	921	48.6
multi-input combinational	51	907	47.9
tap	54	67.6	3.56
## synth_stat cells
master,number,area share [%]
xnor2_1,29,27
xor3_1,2,5.1
xnor3_1,15,36
xnor2_2,1,1.7
xor2_1,4,3.8
buf_4,32,26
## worst max path at each step
stage / start / slack (ns) / end / cells after the start
4_1_cts: IN[5] / -0.15 / OUT[35] / 6
6_report: IN[3] / -0.11 / OUT[33] / 6
5_1_grt: IN[3] / -0.16 / OUT[33] / 6
## power groups by stage
stage         Combinational, W  Clock [W]  Sequential (W)
CTS                   0.000834          0               0
global route          0.000893          0               0
finish                0.000827          0               0
Power and IR drop assume default switching activity.
