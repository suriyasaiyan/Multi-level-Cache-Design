==> flow/design.v <==
module main_memory #(
    parameter DATA_WIDTH = 32,       
    parameter ADDR_WIDTH = 32,       
)(
    input wire                     aclk,   
    input wire                     aresetn,  
    input wire [ADDR_WIDTH-1:0]    awaddr,
    input wire                     awvalid,
    output reg                     awready,
    input wire [DATA_WIDTH-1:0]    wdata,
    input wire                     wvalid,
    output reg                     wready,
    output reg [1:0]               bresp,
    output reg                     bvalid,
    input wire                     bready,
    input wire [ADDR_WIDTH-1:0]    araddr,
    input wire                     arvalid,
    output reg                     arready,
    output reg [DATA_WIDTH-1:0]    rdata,
    output reg [1:0]               rresp,
    output reg                     rvalid,
    input wire                     rready
);
    reg [DATA_WIDTH-1:0] memory [(1<<ADDR_WIDTH)-1:0];
    always @(posedge aclk) begin
        if (!aresetn) begin
            awready <= 1'b0;
            wready <= 1'b0;
            bvalid <= 1'b0;
            arready <= 1'b0;
            rvalid <= 1'b0;
        end else begin
            if (awvalid && !awready) begin
                awready         <= 1'b1;
            end else if (wvalid && awready && !wready) begin
                memory[awaddr]  <= wdata;
                wready          <= 1'b1;
                bresp           <= 2'b00;  
                bvalid          <= 1'b1;
            end else if (bvalid && bready) begin
                awready         <= 1'b0;
                wready          <= 1'b0;
                bvalid          <= 1'b0;
            end
            if (arvalid && !arready) begin
                arready         <= 1'b1;
                rdata           <= memory[araddr];
                rresp           <= 2'b00; 
                rvalid          <= 1'b1;
            end else if (rvalid && rready) begin
                arready         <= 1'b0;
                rvalid          <= 1'b0;
            end
        end
    end
endmodule
==> flow/run.sh <==
#!/bin/bash
# OpenROAD 26Q1-2900-gdf79404cd8, Yosys 0.63+post, stock flow scripts
make -C /OpenROAD-flow-scripts/flow DESIGN_CONFIG=/design/flow/config.mk WORK_HOME=/design/flow/orfs finish
==> flow/config.mk <==
export PLATFORM = sky130hd
export DESIGN_NAME = main_memory
export DESIGN_NICKNAME = main_memory
export VERILOG_FILES = /design/flow/design.v
export SDC_FILE = /design/flow/constraint.sdc
export NUM_CORES = 4
export LEC_CHECK = 1
export CORE_UTILIZATION = 50
==> flow/constraint.sdc <==
current_design main_memory

set clk_period 6.3
set clk_io_pct 0.2

create_clock -name clk0 -period $clk_period [get_ports {aclk}]

set non_clock_inputs [all_inputs -no_clocks]
set_input_delay [expr $clk_period * $clk_io_pct] -clock clk0 $non_clock_inputs
set_output_delay [expr $clk_period * $clk_io_pct] -clock clk0 [all_outputs]
==> results.cfg <==
; implementation run metrics
[placed_design]
hpwl_um = 3740
place_area_mm2 = 0.00477
port_buffers = 108
dp_slack_ns = 2.77
placedCellCount = 375
finalWeightedCongestion = 0.803

[hold_path]
min_path_type = register to register
whs_path_depth = 1
min_from = bvalid$_SDFFE_PN0P_
hold_path_end = awready$_SDFFE_PN0P_

[clock_network]
max-clock-path-buffers = 2
cts_setup_buffers = 0
tritoncts = done
cts_made_buffers = 9
numClockSinks = 99
cts-resized-gates = 0
htreeDepth = 3
postCtsHoldBufs = 0
path_clk_slew_ns = 0.08
cts-root-buf = clkbuf_8
clk_latency_ns = 0.34

[cells_and_area]
fin_cells = 390
area.growth.synth_to_final_pct = 39.0
postLayoutCoreUtil_pct = 72.5
drive_gt1_share_pct = 18.0
fill_cells = 428
fin_area_mm2 = 0.00498

[worst_setup_path]
reg2reg_to = memory[-1][22]$_DFFE_PP_
critPathKind = input port to register
cp_max_fo = 32
crit_path_end_kind = register
worstPathArrival_ns = 3.12
critical-path-max-stage-delay_ns = 0.58
rrSetupSlack_ns = 4.22
cp_slowest_cell = or4_1
crit_family = simple AND/OR/NAND/NOR gates
path_buffers = 2
required_ns = 6.29
crit_path_start_kind = input port
r2r_start = bvalid$_SDFFE_PN0P_
rr_worst_depth = 4
startpoint = awaddr[31]
crit_chain = clkdlybuf4s50_1 -> nand4_1 -> or4_1 -> nor4_4 -> buf_4

[logic_synthesis]
edf_count = 96
synthTopCellsByCount = edfxtp_1, mux2_2, nand4_1
postSynth.asyncResetShare_pct = 0
yosys.stat.seqShare_pct = 82.1
mux_share_pct = 10.1
ff_type = edfxtp_1
top_cells_by_area = edfxtp_1, mux2_2, dfxtp_1
syn_inst = 175
synth_top_cell_by_area = edfxtp_1
ys_sh_xor_pct = 0
syn_avg_cell_area_um2 = 20.5
ys_cells = 175
synth.distinct_cells = 24
simple_gate_area_share_pct = 4.96
synth_top_area_share_pct = 80.4
ys.flops = 99
synth_area_mm2 = 0.00358
synth-adder-area-share_pct = 0
yosys_area_mm2 = 0.00358
yosysMostFrequentCell = edfxtp_1
yosysWarnings = 1
compound_area_share_pct = 0.908
synth.comb.largest_family = multiplexers

[sta]
hold_viol_final = 0
fin_crit_sh_pct = 49.7
rsz0062_at_grt = no
tightest_slew_ns = 0.762
finalMaxSlewViolations = 0
whs_ns = 0.535
slew_headroom_pct = 49.2
setup_ws_ns = 3.17
setup_viol = 0
final.min_clock_period_ns = 3.13
fmax_ghz = 0.320
skew_ns = 0.00762
tns_ns = 0

[power_and_ir_drop]
powerDensity_mw_per_mm2 = 249
power_leakage_nw = 1.63
clock_power_share_pct = 33.9
intPower_mw = 1.01
vdd_drop_max_v = 0.000129
p_comb_share_pct = 7.0
finalPower_mw = 1.24
p_sw_share_pct = 18.2
p_switching_uw = 226
seq_power_share_pct = 59.1

[route]
wl_met1_um = 2210
via_count = 1966
wire_per_inst_um = 14.8
routed.top_layer = met4
via_per_inst = 5.04
drt_iter0_drc = 74
antenna_left = 0
wirelength_um = 5780
drt_first_pass_iters = 6
drc = 0
wl_met3_um = 520
n_antenna_cell = 0
met2_wirelength_um = 2950

[die]
num_rows = 30
chipWidth_um = 86.7
io_pins = 144
coreArea_mm2 = 0.00687
die_h_um = 86.7
fp_util_pct = 52.2
chipArea_mm2 = 0.00751

[grt]
grt-ovfl-total = 0
grt_usage_pct = 17.4
antenna_found_initial = 0
grt_max_degree = 33
grt_pass1_vias = 1987
grt_pass1_wl_um = 8930

[run]
cap_violations = 0
warnings = 57

[status]
status = finished clean
[routing by layer]
| layer | vias up | GRT usage (%) |
|---|---|---|
| met5 | - | 0 |
| met3 | 9 | 6.96 |
| li1 | 937 | - |
| met2 | 93 | 27.6 |
| met4 | 0 | 3.03 |
| met1 | 927 | 26.1 |
[cells in the final DEF (no fill, tap or decap), types with 2 or more instances in the layout]
master           netlist  routed
clkdlybuf4s50_1        0     107
edfxtp_1              96      96
mux2_2                32      32
clkbuf_8               0       9
nand4_1                8       8
nor4_1                 6       6
conb_1                 1       4
or4_1                  3       3
dfxtp_1                3       3
buf_4                  6       3
inv_6                  0       2
bufinv_16              0       2
[worst register-to-register path, delay by kind of cell (launching register included)]
family                 cells  cell delay, ns
buffers and inverters      1            0.43
flip-flops                 1            0.36
AND/OR/NAND/NOR            3            0.93
[cells by family (layout without fill, tap and decap cells)]
logic type,Yosys count,in the layout
compound gates,5,5
buf+inv,11,127
flops,99,99
mux,32,32
other cells,1,4
simple gates,27,27
[layout make-up]
type                            instances  area (um2)  share of cell area, %
Tap cell                               96         120                   2.41
Inverter                                1        3.75                 0.0754
Clock buffer                            9         124                   2.49
Sequential cell                        99        2940                   59.1
Multi-Input combinational cell         68         603                   12.1
Timing Repair Buffer                  111        1100                   22.1
Clock inverter                          6        88.8                   1.78
[state kept, by name, indices dropped and copies added, names as in the netlist]
register,flops
awready,1
rvalid,1
memory,32
memory[-1],32
rdata,32
bvalid,1
[power groups by stage]
stage / Sequential (mW) / Combinational, mW / Clock [mW]
final: 0.734 / 0.0870 / 0.420
after CTS: 0.734 / 0.0884 / 0.434
after global routing: 0.735 / 0.0940 / 0.460
[worst max path at each step]
stage	slack, ns	cells after the start	to
4_1_cts	3.15	5	memory[-1][22]$_DFFE_PP_
5_1_grt	3.09	5	memory[-1][2]$_DFFE_PP_
6_report	3.17	5	memory[-1][22]$_DFFE_PP_
